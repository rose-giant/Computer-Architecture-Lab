[design/flow/run.sh]
#!/bin/bash
# OpenROAD 26Q1-2900-gdf79404cd8, Yosys 0.63+post, stock flow scripts
make -C /OpenROAD-flow-scripts/flow DESIGN_CONFIG=/design/flow/config.mk WORK_HOME=/design/flow/orfs finish
[design/flow/config.mk]
export PLATFORM = sky130hd
export DESIGN_NAME = StageIf
export DESIGN_NICKNAME = StageIf
export VERILOG_FILES = /design/flow/design.v
export SDC_FILE = /design/flow/constraint.sdc
export NUM_CORES = 4
export LEC_CHECK = 1
export CORE_UTILIZATION = 40
[design/flow/constraint.sdc]
current_design StageIf

set clk_period 8.9
set clk_io_pct 0.2

create_clock -name clk0 -period $clk_period [get_ports {clk}]

set non_clock_inputs [all_inputs -no_clocks]
set_input_delay [expr $clk_period * $clk_io_pct] -clock clk0 $non_clock_inputs
set_output_delay [expr $clk_period * $clk_io_pct] -clock clk0 [all_outputs]
[design/flow/design.v]
module Adder #(parameter N = 32)(input [N-1:0] a, b, output [N-1:0] out);
    assign out = a + b;
endmodule
module StageIf(input clk, rst, branchTaken, freeze, input [31:0] branchAddr, output [31:0] pc, instruction);
    wire [31:0] muxOutput, pcOutput, pcAdderOut;
    Mux2To1 #(32) pcMux( .a0(pcAdderOut), .a1(branchAddr), .sel(branchTaken), .out(muxOutput));
    Register #(32) pcReg(.clk(clk), .rst(rst), .in(muxOutput), .ld(~freeze), .clr(1'b0), .out(pcOutput));
    Adder #(32) pcAdder(.a(pcOutput), .b(32'd4), .out(pcAdderOut));
    InstructionMemory instMem(.pc(pcOutput), .inst(instruction));
    assign pc = pcAdderOut;
endmodule
module InstructionMemory #(
    parameter Count = 1024
)(
    input [31:0] pc,
    output reg [31:0] inst
);
    wire [31:0] adr;
    assign adr = {pc[31:2], 2'b00};  
    always @(adr) begin
        case (adr)
            32'd0:   inst = 32'b1110_00_1_1101_0_0000_0000_000000010100;  
            32'd4:   inst = 32'b1110_00_1_1101_0_0000_0001_101000000001;  
            32'd8:   inst = 32'b1110_00_1_1101_0_0000_0010_000100000011;  
            32'd12:  inst = 32'b1110_00_0_0100_1_0010_0011_000000000010;  
            32'd16:  inst = 32'b1110_00_0_0101_0_0000_0100_000000000000;  
            32'd20:  inst = 32'b1110_00_0_0010_0_0100_0101_000100000100;  
            32'd24:  inst = 32'b1110_00_0_0110_0_0000_0110_000010100000;  
            32'd28:  inst = 32'b1110_00_0_1100_0_0101_0111_000101000010;  
            32'd32:  inst = 32'b1110_00_0_0000_0_0111_1000_000000000011;  
            32'd36:  inst = 32'b1110_00_0_1111_0_0000_1001_000000000110;  
            32'd40:  inst = 32'b1110_00_0_0001_0_0100_1010_000000000101;  
            32'd44:  inst = 32'b1110_00_0_1010_1_1000_0000_000000000110;  
            32'd48:  inst = 32'b0001_00_0_0100_0_0001_0001_000000000001;  
            32'd52:  inst = 32'b1110_00_0_1000_1_1001_0000_000000001000;  
            32'd56:  inst = 32'b0000_00_0_0100_0_0010_0010_000000000010;  
            32'd60:  inst = 32'b1110_00_1_1101_0_0000_0000_101100000001;  
            32'd64:  inst = 32'b1110_01_0_0100_0_0000_0001_000000000000;  
            32'd68:  inst = 32'b1110_01_0_0100_1_0000_1011_000000000000;  
            32'd72:  inst = 32'b1110_01_0_0100_0_0000_0010_000000000100;  
            32'd76:  inst = 32'b1110_01_0_0100_0_0000_0011_000000001000;  
            32'd80:  inst = 32'b1110_01_0_0100_0_0000_0100_000000001101;  
            32'd84:  inst = 32'b1110_01_0_0100_0_0000_0101_000000010000;  
            32'd88:  inst = 32'b1110_01_0_0100_0_0000_0110_000000010100;  
            32'd92:  inst = 32'b1110_01_0_0100_1_0000_1010_000000000100;  
            32'd96:  inst = 32'b1110_01_0_0100_0_0000_0111_000000011000;  
            32'd100: inst = 32'b1110_00_1_1101_0_0000_0001_000000000100;  
            32'd104: inst = 32'b1110_00_1_1101_0_0000_0010_000000000000;  
            32'd108: inst = 32'b1110_00_1_1101_0_0000_0011_000000000000;  
            32'd112: inst = 32'b1110_00_0_0100_0_0000_0100_000100000011;  
            32'd116: inst = 332'b1110_01_0_0100_1_0100_0101_000000000000;  
            32'd120: inst = 32'b1110_01_0_0100_1_0100_0110_000000000100;  
            32'd124: inst = 32'b1110_00_0_1010_1_0101_0000_000000000110;  
            32'd128: inst = 32'b1100_01_0_0100_0_0100_0110_000000000000;  
            32'd132: inst = 32'b1100_01_0_0100_0_0100_0101_000000000100;  
            32'd136: inst = 32'b1110_00_1_0100_0_0011_0011_000000000001;  
            32'd140: inst = 32'b1110_00_1_1010_1_0011_0000_000000000011;  
            32'd144: inst = 32'b1011_10_1_0_111111111111111111110111 ;  
            32'd148: inst = 32'b1110_00_1_0100_0_0010_0010_000000000001;  
            32'd152: inst = 32'b1110_00_0_1010_1_0010_0000_000000000001;  
            32'd156: inst = 32'b1011_10_1_0_111111111111111111110011 ;  
            32'd160: inst = 32'b1110_01_0_0100_1_0000_0001_000000000000;  
            32'd164: inst = 32'b1110_01_0_0100_1_0000_0010_000000000100;  
            32'd168: inst = 32'b1110_01_0_0100_1_0000_0011_000000001000;  
            32'd172: inst = 32'b1110_01_0_0100_1_0000_0100_000000001100;  
            32'd176: inst = 32'b1110_01_0_0100_1_0000_0101_000000010000;  
            32'd180: inst = 32'b1110_01_0_0100_1_0000_0110_000000010100;  
            32'd184: inst = 32'b1110_10_1_0_111111111111111111111111 ;  
            default: inst = 32'd0;
        endcase
    end
endmodule
module Mux2To1 #(parameter N = 32)(
    input [N-1:0] a0, a1,
    input sel,
    output [N-1:0] out
);
    assign out = sel ? a1 : a0;
endmodule
module Register #(
    parameter N = 32
)(
    input clk, rst,
    input [N-1:0] in,
    input ld, clr,
    output reg [N-1:0] out
);
    always @(posedge clk or posedge rst) begin
        if (rst)
            out <= {N{1'b0}};
        else if (clr)
            out <= {N{1'b0}};
        else if (ld)
            out <= in;
    end
endmodule
==> qor.csv <==
metric,value,unit
result of the run,"complete, no violations",
Clock H-tree levels,2,
library cell contributing the largest single delay on the critical path,sky130_fd_sc_hd__nand3_1,
WP data arrival,3.26,ns
antenna violations before repair,0,
#FFs+latches synth,32,
standard-cell rows,37,
final critical-path required period,5.04,ns
count of buffering cells on the critical path with inverters included,2,
number of warnings in the stage logs,28,
# Max-Cap Violations,0,
RSZ-0062 raised after global routing,no,
area taken by multi-input logic gates,3050,um2
pins over their slew limit,0,
most common flop cell mapped by yosys,sky130_fd_sc_hd__dfrtp_1,
global route overflow,0,
top cells by area,"sky130_fd_sc_hd__dfrtp_1 19%, sky130_fd_sc_hd__xnor2_1 4.7%, sky130_fd_sc_hd__o21ai_0 4.4%, sky130_fd_sc_hd__nand3_1 4.0%, sky130_fd_sc_hd__nand2_1 3.9%",
CP startpoint kind,flop,
path category of the worst min-delay check,flop to flop,
peak fanout along the critical path,69,
"delay-heaviest family, CP",simple AND/OR/NAND/NOR gates,
largest registers ranked by flip-flop count,pcReg.out: 32 flops,
Tot GR Track Use,29.4,%
count of nets left with antenna violations after detail routing,0,
post-synth tally of flip-flops with integrated enable,0,
worst slew pin tran,0.893,ns
pin count of the biggest net entering global routing,70,
"Chip Area, Yosys",4280,um2
headroom to the max-slew limit,40.0,%
number of buffers on the longest clock path,2,
Die Width,105,um
total length of routed wires,15.9,mm
final count of negative-setup-slack endpoints,0,
floorplan die height,105,um
Setup Skew,0.0126,ns
Worst setup EP type,output port,
antenna diode count,0,
root buf cell,sky130_fd_sc_hd__clkbuf_8,
cell area after synthesis,4280,um2
startpoint of the lowest-slack hold path,pcReg.out[1]$_DFFE_PP0P_,
final period utilization,56.6,%
clock tree from TritonCTS,yes,
total of cells resized after clock tree synthesis,0,
number of top-level design ports,100,
required time worst endpoint,7.12,ns
Num CTS Buffers,5,
die outline area,11100,um2
Synth Instances,603,
total cells reported by yosys after synthesis,603,
number of buffers added on ports,99,
Final TNS setup,0,ns
Leak,1.80,nW
worst r2r src,pcReg.out[5]$_DFFE_PP0N_,
share of the yosys chip area belonging to registers,18.7,%
worst supply voltage drop on vdd,0.0778,mV
initial standard-cell utilization of the core,41.3,%
Max Clock Freq,198,MHz
number of hold violations in the final report,0,
routed wire length per instance,20.2,um
register area,802,um2
critical path class,flop to output port,
Late-Pin Clk Latency,0.30,ns
Dominant cell area share,18.7,%
detailed-route vias per instance,6.44,
average cell area after synthesis,7.10,um2
clock edge transition at the registers on the reported setup and hold paths,0.08,ns
first drt pass iteration count,5,
pwr/cell area,141,nW/um2
Post-CTS Setup Bufs,0,
number of fillers in the final layout,1007,
area delta synth->final,24.0,%
"slowest stage delay, CP",0.64,ns
TritonCTS Sinks,32,
Core ar.,10400,um2
largest register by flop count,pcReg.out,
Detail Placement HPWL,10.9,mm
number of remaining DRC errors,0,
cell type with the highest aggregate area in the netlist,sky130_fd_sc_hd__dfrtp_1,
first-pass GRT wire length,25.3,mm
Setup crit start,pcReg.out[5]$_DFFE_PP0N_,
placer congestion estimate,0.930,
total via count after detailed routing,5062,
number of warnings reported in the yosys synthesis log,2,
Hold Slack,0.482,ns
Cell variety after synth,77,
number of global-route vias before repair,4598,
series of cell instances along the critical path,buf_4 -> nand3_1 -> nor2_1 -> nand4_1 -> xnor2_1 -> clkdlybuf4s50_1,
max FFs per register,32,
number of hold buffers added after cts,0,
share of the core filled with cells in the final layout,51.2,%
"FFs w/ async S/R, synth",100,%
number of design-rule violations left by the first detailed-router iteration,486,
layout cell share with drive strength beyond 1,5.54,%
logic make-up (layout without fill, tap and decap cells):
group | Yosys count | count (layout) | share of synthesized area (%)
AND/OR/NAND/NOR | 240 | 240 | 30.8
AND-OR/OR-AND | 198 | 198 | 32.6
adder cells (fa/ha/maj) | 4 | 4 | 1.17
flip-flops | 32 | 32 | 18.7
multiplexers | 5 | 5 | 1.17
buffers and inverters | 97 | 144 | 10.0
XOR/XNOR | 27 | 27 | 5.52
where the power goes:
group          switching [W]  internal, W  leakage (nW)
logic               0.000228     0.000163          1.36
clock network      0.0000651    0.0000833        0.0552
registers          0.0000403     0.000167         0.377
total               0.000333     0.000413          1.80
worst register-to-register path, cell delays in order, from the launching register on:
cell and delay, ns:
sky130_fd_sc_hd__dfrtp_2 0.34, sky130_fd_sc_hd__buf_4 0.51, sky130_fd_sc_hd__nand3_1 0.69, sky130_fd_sc_hd__nor2_1 0.57, sky130_fd_sc_hd__nand4_1 0.20, sky130_fd_sc_hd__o311ai_0 0.31
Yosys cell counts (11+ instances only):
library cell / instances
sky130_fd_sc_hd__nor2_1: 40
sky130_fd_sc_hd__nand2b_1: 14
sky130_fd_sc_hd__xnor2_1: 23
sky130_fd_sc_hd__a22oi_1: 21
sky130_fd_sc_hd__buf_1: 11
sky130_fd_sc_hd__dfrtp_1: 32
sky130_fd_sc_hd__nor3_1: 21
sky130_fd_sc_hd__o311ai_0: 12
sky130_fd_sc_hd__o21ai_0: 38
sky130_fd_sc_hd__inv_1: 22
sky130_fd_sc_hd__nor4_1: 18
sky130_fd_sc_hd__nand2_1: 44
sky130_fd_sc_hd__o211ai_1: 11
sky130_fd_sc_hd__nand3_1: 34
sky130_fd_sc_hd__buf_2: 24
sky130_fd_sc_hd__clkbuf_1: 30
sky130_fd_sc_hd__a21oi_1: 30
sky130_fd_sc_hd__nor2b_1: 11
sky130_fd_sc_hd__nand4_1: 13
layout by cell type, fill, tap and decap left out, drive strengths merged, types with 13 or more instances in the layout:
cell | netlist | routed
nor4 | 20 | 20
nor3 | 22 | 22
a22oi | 21 | 21
nor2 | 40 | 40
dfrtp | 32 | 32
inv | 23 | 23
nand3 | 34 | 34
nand2b | 14 | 14
o21ai | 38 | 38
o311ai | 15 | 15
clkdlybuf4s50 | 0 | 99
buf | 42 | 13
nand4 | 15 | 15
xnor2 | 23 | 23
nand2 | 45 | 45
a21oi | 30 | 30
cell type report:
cell class / count / area share (%)
Multi-Input combinational cell: 474 / 57.5
Timing Repair Buffer: 112 / 20.5
Sequential cell: 32 / 15.1
Tap cell: 136 / 3.21
Inverter: 24 / 1.70
Clock buffer: 6 / 1.37
Clock inverter: 2 / 0.660
through the flow:
stage | std cells | instance area [um2] | worst slack, ns | power [W]
6_report | 786 | 5310 | 3.86 | 0.000747
3_5_place_dp | 778 | 5200 | 4.26 | 0.000591
5_1_grt | 786 | 5310 | 3.68 | 0.000796
2_1_floorplan | 603 | 4280 | 5.16 | 0.000455
4_1_cts | 786 | 5310 | 3.94 | 0.000740
3_3_place_gp | 778 | 5200 | 4.30 | 0.000593
worst paths after layout:
check | endpoint | slack, ns | depth (start not counted)
max in group asynchronous | pcReg.out[5]$_DFFE_PP0N_ | 6.67 | 3
min in group asynchronous | pcReg.out[7]$_DFFE_PP0N_ | 1.89 | 3
setup / recovery | pc[12] | 3.86 | 6
hold / removal | pcReg.out[1]$_DFFE_PP0P_ | 0.48 | 2
hold reg to reg | pcReg.out[1]$_DFFE_PP0P_ | 0.48 | 2
setup reg to reg | pcReg.out[12]$_DFFE_PP0N_ | 6.17 | 5
layer usage:
metal / up-vias / global-route usage [%] / routed length (um)
li1: 2373 / - / -
met1: 2406 / 48.9 / 7560
met2: 262 / 39.9 / 6660
met3: 21 / 5.05 / 1390
met4: 0 / 5.13 / 247
met5: - / 0 / 0
Power is estimated from default activity; no workload was simulated.
