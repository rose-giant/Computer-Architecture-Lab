==> design.v <==
module RegsIfId(
    input clk, rst,
    input freeze, flush,
    input [31:0] pcIn, instructionIn,
    output [31:0] pcOut, instructionOut);
    Register #(32) pcReg(
        .clk(clk), .rst(rst),
        .in(pcIn), .ld(~freeze), .clr(flush),
        .out(pcOut)
    );
    Register #(32) instReg(
        .clk(clk), .rst(rst),
        .in(instructionIn), .ld(~freeze), .clr(flush),
        .out(instructionOut)
    );
endmodule
module Register #(
    parameter N = 32
)(
    input clk, rst,
    input [N-1:0] in,
    input ld, clr,
    output reg [N-1:0] out
);
    always @(posedge clk or posedge rst) begin
        if (rst)
            out <= {N{1'b0}};
        else if (clr)
            out <= {N{1'b0}};
        else if (ld)
            out <= in;
    end
endmodule
==> run.sh <==
#!/bin/bash
# OpenROAD 26Q1-2900-gdf79404cd8, Yosys 0.63+post, stock flow scripts
make -C /OpenROAD-flow-scripts/flow DESIGN_CONFIG=/design/flow/config.mk WORK_HOME=/design/flow/orfs finish
==> config.mk <==
export PLATFORM = sky130hd
export DESIGN_NAME = RegsIfId
export DESIGN_NICKNAME = RegsIfId
export VERILOG_FILES = /design/flow/design.v
export SDC_FILE = /design/flow/constraint.sdc
export NUM_CORES = 4
export LEC_CHECK = 1
export CORE_UTILIZATION = 40
==> constraint.sdc <==
current_design RegsIfId

set clk_period 1.0
set clk_io_pct 0.2

create_clock -name clk0 -period $clk_period [get_ports {clk}]

set non_clock_inputs [all_inputs -no_clocks]
set_input_delay [expr $clk_period * $clk_io_pct] -clock clk0 $non_clock_inputs
set_output_delay [expr $clk_period * $clk_io_pct] -clock clk0 [all_outputs]
==> impl_metrics.tcl <==
# metrics dict for downstream scripts
set metrics [dict create \
    dr.pass1.iters 4 \
    fillers 524 \
    grt_pass1_vias 2082 \
    path_clk_slew_ns 0.07 \
    drtIter0Drc 56 \
    core_area_sq_mm 0.00635 \
    violations "negative setup slack" \
    area_delta_synth_final_pct 55.7 \
    fp.dieH_um 83.0 \
    synth.distinct_cells 8 \
    clk_latency_ns 0.33 \
    criticalPathCategory "flip-flop to output port" \
    intPower_w 0.00470 \
    drive_gt1_frac 0.299 \
    htree_levels 3 \
    vdd_drop_max_uv 985 \
    startpoint "instReg.out[31]$_DFFE_PP0P_" \
    cts_made_buffers 9 \
    drc 0 \
    ys_seq_share 0.611 \
    startpoint_type "flip-flop" \
    min_from "freeze" \
    outcome "finished, violations left" \
    power.leakage_nw 2.21 \
    tns_ns -0.745 \
    netlist_instances 207 \
    clock_path_buffers 2 \
    cap_violations 0 \
    avgSynthCellArea_sq_um 12.7 \
    required_ns 0.80 \
    placedCellCount 411 \
    yosys_cells 207 \
    pin_count 132 \
    setup_ws_ns -0.0309 \
    p_switching_w 0.00132 \
    p_sw_frac 0.219 \
    cts_tree "built" \
    pwr-share-clk 0.385 \
    power.total_w 0.00601 \
    synth_top_cell_by_area "dfrtp_1" \
    port_buffers 131 \
    grt_usage 0.187 \
    logic_area_sq_um 885 \
    die_x_um 83.0 \
    slew-limit-headroom 0.895 \
    cp_cell_sequence "buf_2" \
    fin_skew_ns 0 \
    critPathCaptureType "output port" \
    die-area_sq_mm 0.00688 \
    num_antenna_cells 0 \
    fp_util 0.413 \
    crit_slowest_cell "dfrtp_1" \
    worst_slew_pin_slew_ns 0.153 \
    crit_family "flip-flops" \
    grt_pass1_wl_um 10100 \
    worst-path-max-fanout 2 \
    hold_path.class "input port to flip-flop" \
    std_cell_rows 29 \
    grt_antenna_before_repair 0 \
    dp_slack_ns -0.0145 \
    final_util 0.643 \
    ys_area_sq_mm 0.00262 \
    timing.critical_path.slowest_cell_delay_ns 0.39 \
    cts_sinks 64 \
    fin_crit_ns 1.03 \
    pwr-share-seq 0.466 \
    p_comb_frac 0.150 \
    grt_max_degree 33 \
    synthTopCellsByArea "dfrtp_1 61%, mux2i_1 24%, nor2_1 9.2%" \
    worstPathArrival_ns 0.83 \
    ant_nets 0 \
    layout.cells.non_filler 445 \
    p_per_area_mw_per_mm2 1470 \
    vias_per_cell 4.49 \
    setup_viol 60 \
    hpwl_um 3950 \
    fmax_mhz 970 \
    hold_viol 0 \
    rsz0062_at_grt "yes" \
    syn_area_sq_mm 0.00262 \
    wirelength_um 5960 \
    cts_root_buffer "clkbuf_8" \
    period_used_share 1.03 \
    grt.overflow.total 0 \
    crit_buf_inv 1 \
    slew_violations 0 \
    synth_flops 64 \
    warnings 28 \
    reg2reg_from "pcReg.out[2]$_DFFE_PP0P_" \
    top_area_frac 0.611 \
    yosysWarnings 1 \
    gp_congestion 0.743 \
    wire_per_inst_um 13.4 \
    r2r_slack_ns 0.06 \
    dr_total_vias 1998 \
    seq_area_sq_mm 0.00160 \
]
==> cell families (layout without fill, tap and decap cells) <==
family,after synthesis,in the layout,share of synthesized area
buffers and inverters,15,176,0.0530
flip-flops,64,64,0.611
multiplexers,64,64,0.244
AND/OR/NAND/NOR,64,64,0.0916
==> cells in the final DEF (no fill, tap or decap), types with 2 or more instances in the layout <==
| master | count |
|---|---|
| buf_2 | 65 |
| clkbuf_8 | 9 |
| dfrtp_1 | 64 |
| clkinv_2 | 2 |
| clkdlybuf4s50_1 | 65 |
| mux2i_1 | 63 |
| clkbuf_1 | 2 |
| buf_4 | 23 |
| buf_12 | 7 |
| nor2_1 | 64 |
| bufinv_16 | 2 |
==> power by group through the flow <==
stage / sequential, W / clock [W] / combinational (W)
CTS: 0.00280 / 0.00238 / 0.000883
global route: 0.00281 / 0.00250 / 0.000993
finish: 0.00280 / 0.00231 / 0.000899
==> tightest hold or removal path, stage by stage <==
cell	delay (ns)
buf_4	0.15
mux2i_1	0.09
nor2_1	0.08
==> cell usage after synthesis <==
library cell   n
inv_1          1
clkbuf_1       1
buf_2          6
buf_6          1
dfrtp_1       64
buf_8          6
mux2i_1       64
nor2_1        64
==> routing by layer <==
| metal | part of all wire | global-route usage | up-vias |
|---|---|---|---|
| met4 | 0.012 | 0.0266 | 0 |
| met2 | 0.42 | 0.265 | 84 |
| li1 | - | - | 995 |
| met3 | 0.071 | 0.0424 | 9 |
| met5 | 0 | 0 | - |
| met1 | 0.50 | 0.323 | 910 |
==> flip-flops by register name, summed over array words and instances (netlist names) <==
register and count:
instReg.out 32, pcReg.out 32
==> cell type report <==
cell class,instances,share of cell area
multi-input combinational,128,0.217
clock buffer,11,0.0322
sequential,64,0.393
timing repair buffer,160,0.316
clock inverter,4,0.0172
tap,77,0.0236
inverter,1,0.00184
==> path summary, 6_finish.rpt <==
check,end,depth (start not counted)
min reg2reg,instReg.out[25]$_DFFE_PP0P_,2
max in group asynchronous,pcReg.out[10]$_DFFE_PP0P_,3
min in group asynchronous,pcReg.out[31]$_DFFE_PP0P_,3
min,instReg.out[28]$_DFFE_PP0P_,3
max,instructionOut[31],1
max reg2reg,pcReg.out[2]$_DFFE_PP0P_,4
==> metrics by stage <==
stage / area, sq um / hold WS (ns)
2_1_floorplan: 2630 / 0.331
3_3_place_gp: 4050 / 0.502
3_5_place_dp: 4050 / 0.511
4_1_cts: 4000 / 0.218
5_1_grt: 4080 / 0.247
6_report: 4080 / 0.247
==> what timing repair did <==
item / in CTS / in global routing
hold buffers: 0 / 0
buffers inserted: 9 / 10
endpoints found under the setup margin: 64 / 64
gates resized: 192 / 1
No activity file was given, so power comes from the tool's default toggle rates.
